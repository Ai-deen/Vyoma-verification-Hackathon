`constraint.sdc`:
```
current_design mux

set clk_period 1.9
set clk_io_pct 0.2

create_clock -name clk0 -period $clk_period

set non_clock_inputs [all_inputs -no_clocks]
set_input_delay [expr $clk_period * $clk_io_pct] -clock clk0 $non_clock_inputs
set_output_delay [expr $clk_period * $clk_io_pct] -clock clk0 [all_outputs]
```
`run.sh`:
```
#!/bin/bash
# OpenROAD 26Q1-2900-gdf79404cd8, Yosys 0.63+post, stock flow scripts
make -C /OpenROAD-flow-scripts/flow DESIGN_CONFIG=/design/flow/config.mk WORK_HOME=/design/flow/orfs finish
```
`config.mk`:
```
export PLATFORM = sky130hd
export DESIGN_NAME = mux
export DESIGN_NICKNAME = mux
export VERILOG_FILES = /design/flow/design.v
export SDC_FILE = /design/flow/constraint.sdc
export NUM_CORES = 4
export LEC_CHECK = 1
export CORE_AREA = 10 10 82 82
export DIE_AREA = 0 0 92 92
```
`design.v`:
```
module mux(sel,inp0, inp1, inp2, inp3, inp4, inp5, inp6, inp7, inp8, 
           inp9, inp10, inp11, inp12, inp13, inp14, inp15, inp16, inp17,
           inp18, inp19, inp20, inp21, inp22, inp23, inp24, inp25, inp26,
           inp27, inp28, inp29, inp30, out);
  input [4:0] sel;
  input [1:0] inp0, inp1, inp2, inp3, inp4, inp5, inp6,
            inp7, inp8, inp9, inp10, inp11, inp12, inp13, 
            inp14, inp15, inp16, inp17, inp18, inp19, inp20,
            inp21, inp22, inp23, inp24, inp25, inp26,
            inp27, inp28, inp29, inp30;
  output [1:0] out;
  reg [1:0] out;
  always @(sel or inp0  or inp1 or  inp2 or inp3 or inp4 or inp5 or inp6 or
            inp7 or inp8 or inp9 or inp10 or inp11 or inp12 or inp13 or 
            inp14 or inp15 or inp16 or inp17 or inp18 or inp19 or inp20 or
            inp21 or inp22 or inp23 or inp24 or inp25 or inp26 or inp27 or 
            inp28 or inp29 or inp30 )
  begin
    case(sel)
      5'b00000: out = inp0;  
      5'b00001: out = inp1;  
      5'b00010: out = inp2;  
      5'b00011: out = inp3;  
      5'b00100: out = inp4;  
      5'b00101: out = inp5;  
      5'b00110: out = inp6;  
      5'b00111: out = inp7;  
      5'b01000: out = inp8;  
      5'b01001: out = inp9;  
      5'b01010: out = inp10;
      5'b01011: out = inp11;
      5'b01101: out = inp12;                 
      5'b01101: out = inp13;
      5'b01110: out = inp14;
      5'b01111: out = inp15;
      5'b10000: out = inp16;
      5'b10001: out = inp17;
      5'b10010: out = inp18;
      5'b10011: out = inp19;
      5'b10100: out = inp20;
      5'b10101: out = inp21;
      5'b10110: out = inp22;
      5'b10111: out = inp23;
      5'b11000: out = inp24;
      5'b11001: out = inp25;
      5'b11010: out = inp26;
      5'b11011: out = inp27;
      5'b11100: out = inp28;
      5'b11101: out = inp29;             
      default: out = 0;
    endcase
  end
endmodule 
```
==> flow_summary.rst <==
Flow metrics
------------

.. list-table::
   :header-rows: 1

   * - Metric
     - Value
   * - Number of non-filler instances in the completed layout
     - 258
   * - Synth Area per Inst
     - about 7.1 um2
   * - Max Freq
     - about 450 MHz
   * - Count of TritonRoute iterations in the first routing pass
     - 4
   * - Warnings from Yosys
     - 1
   * - Number of placed I/O pins
     - about 69
   * - Core Util at FP
     - 13.4%
   * - Post-detailed-route wirelength per cell
     - about 15 um
   * - Crit Path Max Fanout
     - 4
   * - Smallest setup slack after layout
     - -0.344 ns
   * - Normalized max-slew margin
     - roughly four fifths
   * - Total track usage
     - 8.23%
   * - Number of global-route vias before repair
     - 1,188
   * - Post-synthesis adder-cell area fraction
     - 0%
   * - Netlist area before placement
     - between 600 and 700 um2
   * - Sequential cell fraction of total power
     - 0%
   * - Total length of routed met3 wires
     - about 340 um
   * - Mean number of vias per cell
     - around 4.3
   * - Chip area line of the yosys report
     - approximately 680 um2
   * - Routed wire length on met2
     - between 1500 and 2000 um
   * - Weighted congestion reported at the end of routability-driven placement
     - slightly below 0.9
   * - CTS Hold Buffers Added
     - 0
   * - Transition time at the pin with the least slew margin
     - approximately 0.31 ns
   * - Die width
     - between 90 and 100 um
   * - Hold Crit Class
     - primary input to output pin
   * - # setup viols final
     - 2
   * - Basic-gate share of the synthesized area counting and, or, nand and nor cells
     - between 40% and 50%
   * - Tcrit/Tclk final
     - 118%
   * - Peak supply drop
     - slightly below 0.07 mV
   * - Filler instances
     - 527
   * - Placeable core area
     - 0.00507 mm2
   * - Total Routed Length
     - 3830 um
   * - RSZ-0062 raised after global routing
     - true
   * - Instance count of the mapped netlist
     - ~95
   * - Arrival @ worst endpoint
     - around 1.9 ns
   * - Switching share of power
     - ~33%
   * - Number of antenna violations at the first check in global routing
     - 0
   * - Comb pwr share
     - about 100%
   * - Count of port buffers added during placement
     - ~65
   * - Top logic family
     - simple AND/OR/NAND/NOR gates
   * - Number of max-cap violations
     - 0
   * - Area fraction in xor and xnor cells
     - 0%
   * - Clock buffer count
     - 0
   * - Drt first-iter violations
     - roughly 80
   * - First-pass GRT wire length
     - 5760 um
   * - Crit Path Category
     - primary input to output pin
   * - Area of all sequential standard cells
     - 0 um2
   * - Tool Warnings
     - 39
   * - Area of the die
     - about 0.0085 mm2
   * - Routed length on met1
     - approximately 1700 um
   * - Highest metal layer with signal wires
     - met3
   * - Type of element capturing the critical path
     - output pin
   * - Maximum number of pins on one net before global-route repair
     - 19
   * - P per Cell Area
     - 198 mW/mm2
   * - Kind of start point of the critical path
     - primary input
   * - Failing checks
     - setup timing
   * - Top cells excl fill/tap
     - sky130_fd_sc_hd__clkdlybuf4s50_1, sky130_fd_sc_hd__buf_4, sky130_fd_sc_hd__buf_6, sky130_fd_sc_hd__nand3_1, sky130_fd_sc_hd__dlygate4sd2_1
   * - Fraction of final layout cells with drive strength greater than 1
     - between 40% and 50%
   * - WP data required
     - roughly 1.5 ns
   * - Final global-route overflow total
     - 0
   * - Register share after synthesis
     - 0%
   * - Number of pins exceeding their max-slew limit in the final report
     - 0
   * - Antenna-violating nets left
     - 0
   * - Multi-input combinational cell area
     - about 740 um2
   * - Worst slack on hold paths
     - approximately 1.4 ns
   * - Hold Vio Cnt, Final
     - 0
   * - Total negative slack
     - -0.561 ns
   * - Outcome
     - finished with violations
   * - Total net switching power
     - between 0.1 and 0.15 mW
   * - Post-Place Cells
     - 242
   * - Number of antenna cells inserted
     - 0
   * - Cells in synth_stat.txt
     - 95
   * - Internal Pwr Total
     - about 0.25 mW
   * - Layout area overhead
     - 176%
   * - Count of different cell masters after synthesis
     - 37
   * - Estimated wirelength of the detail-placed design
     - ~3000 um
   * - Number of design rule violations left after detail routing
     - 0
   * - Power Total
     - between 0.3 and 0.4 mW
   * - Share of synthesized area spent on multiplexers
     - between 20% and 30%
   * - Most common logic cell in the routed design
     - sky130_fd_sc_hd__clkdlybuf4s50_1
   * - Clk pwr share
     - 0%
   * - Total number of vias
     - approximately 1.1k
   * - Registers
     - 0
   * - Number of placement rows
     - 26
   * - Aoi/oai-family share of the synthesized area
     - between 20 and 25%
   * - Leakage power total
     - about 0.84 nW
   * - Final worst path period need
     - 2.24 ns
   * - Die height
     - 92 um
[metrics by stage]
stage / setup WS (ns) / area (um2) / util (%)
4_1_cts: -0.323 / 1760 / 34.6
6_report: -0.344 / 1870 / 36.9
3_3_place_gp: -1.12 / 1540 / 30.4
3_5_place_dp: -1.15 / 1540 / 30.4
5_1_grt: -0.379 / 1870 / 36.9
2_1_floorplan: -0.0459 / 684 / -
[worst max-delay path: stages]
cell                        delay (ns)
sky130_fd_sc_hd__buf_8            0.11
sky130_fd_sc_hd__buf_16           0.12
sky130_fd_sc_hd__buf_8            0.12
sky130_fd_sc_hd__buf_6            0.11
sky130_fd_sc_hd__nand2_1          0.05
sky130_fd_sc_hd__nor3_1           0.04
sky130_fd_sc_hd__a31oi_1          0.14
sky130_fd_sc_hd__o2111ai_1        0.11
sky130_fd_sc_hd__or4_1            0.53
sky130_fd_sc_hd__buf_2            0.14
[final timing paths]
kind / startpoint / endpoint / cells past startpoint
worst max-delay path: sel[0] / out[0] / 10
worst min-delay path: sel[3] / out[1] / 5
[power by group through the flow]
stage	sequential [mW]	combinational, mW	clock [mW]
CTS	0	0.346	0
global route	0	0.396	0
finish	0	0.370	0
[layout make-up]
class                           instances  share of cell area [%]
Multi-Input combinational cell         82                    39.5
Timing Repair Buffer                  104                    55.4
Inverter                                2                   0.401
Tap cell                               70                    4.67
[cells by family after synthesis]
logic type / after synthesis
AOI/OAI and AO/OA: 20
buffers and inverters: 13
muxes: 16
and+or+nand+nor: 46
[repair_timing]
| item | in CTS | in global routing |
|---|---|---|
| pin swaps | 17 | 15 |
| cloned | 1 | 0 |
| setup buffers | 13 | 3 |
| endpoints found under the setup margin | 2 | 2 |
| gates resized | 77 | 35 |
[synth_stat cells (2+ instances only)]
master	instances	area (um2)
sky130_fd_sc_hd__inv_1	2	7.51
sky130_fd_sc_hd__a22oi_1	2	15.0
sky130_fd_sc_hd__a21oi_1	3	15.0
sky130_fd_sc_hd__mux4_2	2	45.0
sky130_fd_sc_hd__a22o_1	2	17.5
sky130_fd_sc_hd__nor3_1	5	25.0
sky130_fd_sc_hd__nor2b_1	5	31.3
sky130_fd_sc_hd__clkbuf_1	3	11.3
sky130_fd_sc_hd__mux2i_1	6	60.1
sky130_fd_sc_hd__o21ai_0	2	10.0
sky130_fd_sc_hd__or3_1	2	12.5
sky130_fd_sc_hd__nand4_1	6	37.5
sky130_fd_sc_hd__nand3b_1	3	22.5
sky130_fd_sc_hd__a31oi_1	5	31.3
sky130_fd_sc_hd__nand3_1	13	65.1
sky130_fd_sc_hd__nor2_1	2	7.51
sky130_fd_sc_hd__mux2_2	7	78.8
sky130_fd_sc_hd__buf_2	5	25.0
sky130_fd_sc_hd__nor3b_1	2	15.0
[routing by layer]
metal,up-vias,global-route usage (%)
met5,-,0
met1,483,10.7
met2,52,14.1
met3,0,2.22
li1,570,-
met4,0,0
No activity file was given, so power comes from the tool's default toggle rates.
