**/design/flow/config.mk**
```make
export PLATFORM = sky130hd
export DESIGN_NAME = Verilog_Present
export DESIGN_NICKNAME = Verilog_Present
export VERILOG_FILES = /design/flow/design.v
export SDC_FILE = /design/flow/constraint.sdc
export NUM_CORES = 4
export LEC_CHECK = 1
export CORE_AREA = 10 10 70 70
export DIE_AREA = 0 0 80 80
```
**/design/flow/run.sh**
```bash
#!/bin/bash
# OpenROAD 26Q1-2900-gdf79404cd8, Yosys 0.63+post, stock flow scripts
make -C /OpenROAD-flow-scripts/flow DESIGN_CONFIG=/design/flow/config.mk WORK_HOME=/design/flow/orfs finish
```
**/design/flow/design.v**
```verilog
  module Verilog_Present (
  input [15:0] hexadecimal_input,                  
  input [3:0] public_key,                          
  output reg [15:0] hexadecimal_output,            
  output reg [3:0] private_key,                    
  output reg [3:0] encrypt_data,                   
  input clk                                        
  );
  reg [15:0] hex_in;								 
  reg [3:0] publ_key;								 
  wire [3:0] encrypt_out;						 
  wire [3:0] prv_key;								 
  reg [3:0] endata;								   
  reg [3:0] prvi_key;								 
  wire [15:0] hex_out;							 
    encryption encode(                            
  	.hex_in(hex_in),
  	.publ_key(publ_key),
  	.encrypt_out(encrypt_out),
  	.prv_key(prv_key),
  	.clk(clk));
    decryption decode(                            
  	.endata(endata),
  	.prvi_key(prvi_key),
  	.publ_key(publ_key),
  	.hex_out(hex_out));
  always @ (*)
  begin
  hex_in<=hexadecimal_input;                    
  publ_key<=public_key;    					            
  endata<=encrypt_out;						              
  prvi_key<=prv_key;							              
  hexadecimal_output<=hex_out;				          
  encrypt_data<=endata;						              
  private_key<=prv_key;						              
  end
  endmodule
  module encryption (
  input [15:0] hex_in,                        
  input [3:0] publ_key,                       
  output reg [3:0] encrypt_out,               
  output reg [3:0] prv_key,                   
  input clk                                   
  );
    wire [0:3] bin_out;                          
    reg [3:0] bin_inp;                           
    wire [3:0] grey_out;                         
    reg [3:0] pre_in;                            
    reg [3:0] toconv;                            
    reg [3:0] privatekey_out;                    
    wire [3:0] private_key;                      
    reg [3:0] in_data;                           
    wire [3:0] out_data;                         
    encoder e1(                                  
    	.hex_in(hex_in),
    	.bin_out(bin_out));
    bintogrey b1(                             
    	.bin_inp(bin_inp),
    	.grey_out(grey_out));
    privatekey p1(                            
    	.pre_in(pre_in),
    	.private_key(private_key));
    register r1(                              
    .in_data(in_data),
     .clk(clk),
     .out_data(out_data));
    always @ (*)
    begin
      toconv[3] <= ~bin_out[3];                 
      toconv[2] <= ~bin_out[2];
      toconv[1] <= ~bin_out[1];
      toconv[0] <= ~bin_out[0];
      bin_inp <= toconv;                       
      pre_in <= grey_out;                      
      in_data<=private_key;                    
      privatekey_out[3] <= private_key[3]^grey_out[3];               
      privatekey_out[2] <= private_key[2]^grey_out[2];
      privatekey_out[1] <= private_key[1]^grey_out[1];
      privatekey_out[0] <= private_key[0]^grey_out[0];
      encrypt_out[3] <= privatekey_out[3]^publ_key[3];               
      encrypt_out[2] <= privatekey_out[2]^publ_key[2];
      encrypt_out[1] <= privatekey_out[1]^publ_key[1];
      encrypt_out[0] <= privatekey_out[0]^publ_key[0];
      prv_key[3] <= out_data[3];                                 
      prv_key[2] <= out_data[2];
      prv_key[1] <= out_data[1];
      prv_key[0] <= out_data[0];
    end
  endmodule
  module encoder(                                  
  input [15:0] hex_in,                             
  output reg [3:0] bin_out                         
  );
    always @ (*)
    begin
    	    bin_out[0]<=(hex_in[1]|hex_in[3]|hex_in[5]|hex_in[7]|hex_in[9]|hex_in[11]|hex_in[13]|hex_in[15]);
    	    bin_out[1]<=(hex_in[2]|hex_in[3]|hex_in[6]|hex_in[7]|hex_in[10]|hex_in[11]|hex_in[14]|hex_in[15]);
    	    bin_out[2]<=(hex_in[4]|hex_in[5]|hex_in[6]|hex_in[7]|hex_in[12]|hex_in[13]|hex_in[14]|hex_in[15]);
    	    bin_out[3]<=(hex_in[8]|hex_in[9]|hex_in[10]|hex_in[11]|hex_in[12]|hex_in[13]|hex_in[14]|hex_in[15]);
    end
  endmodule
  module register(in_data,clk,out_data);
    input [3:0] in_data;                           
    input clk;                                     
    output reg [3:0] out_data;                     
    always @ (in_data)                       
    out_data<=in_data;
   endmodule
  module bintogrey(                                  
  input [3:0] bin_inp,                                
  output reg [3:0] grey_out                           
  );     
    always @(*)
    begin                                             
      grey_out[3] <= bin_inp[3];
      grey_out[2] <= bin_inp[3]^bin_inp[2];
      grey_out[1] <= bin_inp[1]^bin_inp[2];
      grey_out[0] <= bin_inp[1]^bin_inp[0];
    end
  endmodule
  module privatekey(                                  
  input [3:0] pre_in,                                  
  output reg [3:0] private_key                         
  );   
    always @ (*)
    begin
         private_key[3]<= pre_in[3] & pre_in[2] & pre_in[1] & pre_in[0];        
         private_key[2]<= (pre_in[3] & pre_in[2] & pre_in[1] ) | (pre_in[2] & pre_in[1] & pre_in[0] ) | (pre_in[3] & pre_in[1] & pre_in[0]) | ( pre_in[2] & pre_in[3] & pre_in[0] );                                  
         private_key[1]<= (pre_in[3] & pre_in[2]) | (pre_in[1] & pre_in[0]) | (pre_in[3] & pre_in[1]) | (pre_in[3] & pre_in[0]) | (pre_in[2] & pre_in[1]) | (pre_in[2] & pre_in[0]) ;                                
         private_key[0]<= pre_in[3] | pre_in[2] | pre_in[1] | pre_in[0];       
    end
  endmodule
  module decoder(                                     
    input [3:0] binary,                                
    output reg [15:0] hex_deci                         
   );
    always @(*)
    begin                                              
      hex_deci[0]<=(~binary[3]&~binary[2]&~binary[1]&~binary[0]);
      hex_deci[1]<=(~binary[3]&~binary[2]&~binary[1]&binary[0]);
      hex_deci[2]<=(~binary[3]&~binary[2]&binary[1]&~binary[0]);
      hex_deci[3]<=(~binary[3]&~binary[2]&binary[1]&binary[0]);
      hex_deci[4]<=(~binary[3]&binary[2]&~binary[1]&~binary[0]);
      hex_deci[5]<=(~binary[3]&binary[2]&~binary[1]&binary[0]);
      hex_deci[6]<=(~binary[3]&binary[2]&binary[1]&~binary[0]);
      hex_deci[7]<=(~binary[3]&binary[2]&binary[1]&binary[0]);
      hex_deci[8]<=(binary[3]&~binary[2]&~binary[1]&~binary[0]);
      hex_deci[9]<=(binary[3]&~binary[2]&~binary[1]&binary[0]);
      hex_deci[10]<=(binary[3]&~binary[2]&binary[1]&~binary[0]);
      hex_deci[11]<=(binary[3]&~binary[2]&binary[1]&binary[0]);
      hex_deci[12]<=(binary[3]&binary[2]&~binary[1]&~binary[0]);
      hex_deci[13]<=(binary[3]&binary[2]&~binary[1]&binary[0]);
      hex_deci[14]<=(binary[3]&binary[2]&binary[1]&~binary[0]);
      hex_deci[15]<=(binary[3]&binary[2]&binary[1]&binary[0]);
    end
  endmodule
  module grey_to_binary(grey_code,binary_data);        
      input [3:0] grey_code;                              
  	  output reg [3:0] binary_data;                       
  	  always @(*)
  	  begin                                              
  	   binary_data[3]<=grey_code[3];
  	   binary_data[2]<=binary_data[3]^grey_code[2];
  	   binary_data[1]<=binary_data[2]^grey_code[1];
  	   binary_data[0]<=binary_data[1]^grey_code[0];
  	  end
  endmodule
  module decryption(endata,prvi_key,publ_key,hex_out);
    input [3:0] endata;                                   
    input [3:0] prvi_key;                                 
    input [3:0] publ_key;                                 
    output reg [15:0] hex_out;                            
    reg [3:0] xor_public;                                 
    reg [3:0] xor_private;                                
    reg [3:0] converted_binary;                           
    reg [3:0] negate;                                     
    reg [3:0] grey_code;                                  
    reg [3:0] binary;                                     
    wire [15:0] hex_deci;                                 
    wire [3:0] binary_data;                               
    grey_to_binary gg(                                    
  	.grey_code(grey_code),                             
  	.binary_data(binary_data));
    decoder dr(                                          
  	.binary(binary),
  	.hex_deci(hex_deci));
    always @(*)
    begin
      xor_public[3]<=endata[3] ^ publ_key[3];            
      xor_public[2]<=endata[2] ^ publ_key[2];           
      xor_public[1]<=endata[1] ^ publ_key[1];
      xor_public[0]<=endata[0] ^ publ_key[0];
      xor_private[3]<=xor_public[3] ^ prvi_key[3];      
      xor_private[2]<=xor_public[2] ^ prvi_key[2];
      xor_private[1]<=xor_public[1] ^ prvi_key[1];
      xor_private[0]<=xor_public[0] ^ prvi_key[0];
       grey_code<=xor_private;                         
  	 converted_binary<=binary_data;                    
      negate[3]<= ~converted_binary[0] ;              
      negate[2]<= ~converted_binary[1] ;
      negate[1]<= ~converted_binary[2] ;
      negate[0]<= ~converted_binary[3] ;
  	binary<=negate;                                
  	hex_out<=hex_deci;                             
    end
    endmodule
```
**/design/flow/constraint.sdc**
```tcl
current_design Verilog_Present

set clk_period 2.7
set clk_io_pct 0.2

create_clock -name clk0 -period $clk_period

set non_clock_inputs [all_inputs -no_clocks]
set_input_delay [expr $clk_period * $clk_io_pct] -clock clk0 $non_clock_inputs
set_output_delay [expr $clk_period * $clk_io_pct] -clock clk0 [all_outputs]
```
==> flow_metrics.py <==
# Metrics from the implementation run
metrics = {
    "outcome": {
        "outcome": "finished with violations",
        "violations": "setup timing",
    },
    "critical_path": {
        "timing.critical_path.required_ns": 2.16,
        "setup.worst_path.start_class": "primary input",
        "critical_path_peak_fanout": 4,
        "endpoint_kind": "output pin",
        "crit_buf_inv": 2,
        "path_depth": 8,
        "startpoint_to_endpoint_class_of_the_critical_path": "in -> out",
        "cp_peak_stage_delay_ns": 0.59,
        "crit_start": "hexadecimal_input[12]",
        "worst_path_dominant_cell_family": "simple AND/OR/NAND/NOR gates",
        "slowest_stage": "sky130_fd_sc_hd__or4b_4",
        "worstPathCellList": "buf_6 -> or4_4 -> or4b_4 -> mux2i_4 -> a32o_2 -> o22ai_2 -> xnor2_1 -> buf_2",
        "worstPathArrival_ns": 2.61,
    },
    "die": {
        "die_w_microns": 80,
        "row_count": 21,
        "die-area_sq_mm": 0.00640,
        "starting_utilization_of_the_core_area_pct": 14.1,
        "top_level_ports": 45,
        "core_region_area_sq_mm": 0.00342,
        "die.size.y_microns": 80,
    },
    "yosys": {
        "synth.yosys.chip_area_sq_um": 483,
        "avg_inst_size_synth_sq_um": 6.90,
        "synth.lib_cells_used.distinct": 29,
        "synth_stat.cells": 70,
        "syn-instance-count": 70,
        "synth_sequential_area_ratio_pct": 0,
        "number_of_warning_messages_in_the_yosys_log": 9,
        "cell_area_after_synthesis_sq_um": 483,
    },
    "final_layout": {
        "nFillCells": 322,
        "flops": 0,
        "final_common_cell": "sky130_fd_sc_hd__buf_6",
        "mostFrequentLayoutCells": "sky130_fd_sc_hd__buf_6, sky130_fd_sc_hd__buf_2, sky130_fd_sc_hd__buf_4",
        "layout-area-overhead-vs-synth_pct": 197,
        "mi_logic_area_sq_um": 641,
        "final_util_pct": 41.9,
        "post_route_cells_drive_above_1_share_pct": 71.2,
        "area.sequential_sq_um": 0,
        "post_layout_nonfiller_instances": 199,
        "final_design_area_no_fill_sq_mm": 0.00143,
        "clkbuf_count": 0,
    },
    "drt": {
        "route.detailed.drc": 0,
        "vias": 821,
        "ant_nets": 0,
        "drtPass1Iterations": 2,
        "detail_route.wirelength_microns": 2590,
        "post_dr_vias_cell": 4.13,
        "dr.first_iter.drc_count": 29,
        "route.antenna.diode_count": 0,
        "avgRoutedWirePerCell_microns": 13.0,
    },
    "sta": {
        "clock.fmax_ghz": 0.318,
        "final-setup-viol-count": 24,
        "holdWs_ns": 1.71,
        "grt_setup_unrepaired": "true",
        "period_needed_ns": 3.15,
        "finalSetupTns_ns": -7.81,
        "timing.final.hold_violations": 0,
        "final-max-slew-violation-count": 0,
        "tightest_slew_ns": 0.450,
        "maxSlewHeadroom_pct": 69.7,
        "finalWorstSetupSlack_ns": -0.448,
        "min_period_over_period_pct": 117,
    },
    "place": {
        "placer_congestion": 0.833,
        "place_area_sq_mm": 0.00108,
        "detailedPlacementHpwl_microns": 1820,
        "dp.cells": 174,
        "post-place-ws_ns": -1.18,
        "port_buffers": 43,
    },
    "power": {
        "leakage_nw": 0.652,
        "power_density_mw_per_mm2": 46.8,
        "vdd_drop_max_uv": 22.2,
        "post_layout_power_mw": 0.0671,
    },
    "grt": {
        "global_route.overflow_total": 0,
        "grtUsageTotal_pct": 7.30,
        "global_route.usage.met1_pct": 9.64,
        "first_global_vias": 824,
        "grt_antenna_before_repair": 0,
        "grt_pass1_wl_microns": 4010,
        "grt_max_degree": 8,
        "top_usage_layer": "met2",
        "grt_use_met2_pct": 12.3,
        "gr-usage-met3_pct": 1.93,
    },
    "hold_path": {
        "worst_hold_startpoint": "public_key[0]",
        "worst_hold_path_type": "in -> out",
        "hold_path_depth": 3,
    },
    "cts": {
        "post_cts_hold_buffer_count": 0,
    },
    "flow_run": {
        "log.warning_count": 38,
        "drv_cap": 0,
    },
}
## final timing paths
path,end,slack [ns]
setup / recovery,encrypt_data[2],-0.45
hold / removal,encrypt_data[0],1.71
## layout make-up
type,count,share of cell area [%]
repair buffers,85,50.2
well taps,46,4.02
inverters,3,1.05
multi-input cells,65,44.7
## metal layers
| metal | vias up | routed length (microns) |
|---|---|---|
| met5 | - | 0 |
| met4 | 0 | 0 |
| met3 | 0 | 154 |
| met2 | 15 | 1290 |
| met1 | 389 | 1140 |
| li1 | 417 | - |
## cells by family after synthesis
group	after synthesis	synth area share, %
AND/OR/NAND/NOR	42	47.9
AND-OR/OR-AND	11	17.1
XOR/XNOR	6	12.4
buffers and inverters	5	5.70
multiplexers	4	11.7
adder cells (fa/ha/maj)	2	5.18
## cell usage after synthesis (2+ instances only)
cell	number	area (sq um)
sky130_fd_sc_hd__nor2_1	16	60.1
sky130_fd_sc_hd__o22ai_2	2	25.0
sky130_fd_sc_hd__nor4_1	3	18.8
sky130_fd_sc_hd__nor3_1	4	20.0
sky130_fd_sc_hd__inv_1	3	11.3
sky130_fd_sc_hd__mux2i_1	2	20.0
sky130_fd_sc_hd__o21ai_0	3	15.0
sky130_fd_sc_hd__a21oi_1	4	20.0
sky130_fd_sc_hd__nand2_1	6	22.5
sky130_fd_sc_hd__ha_1	2	25.0
sky130_fd_sc_hd__nand3_1	2	10.0
sky130_fd_sc_hd__xnor2_1	3	26.3
sky130_fd_sc_hd__xor2_1	2	17.5
sky130_fd_sc_hd__nand2b_1	3	18.8
## report_power, final
group	total (mW)	internal (mW)	switching, mW
Sequential	0	0	0
Clock	0	0	0
Combinational	0.0671	0.0435	0.0236
## timing repair
action,CTS,global route
setup endpoints to repair,24,24
pin swaps,32,14
gates resized,120,35
gates cloned,0,0
buffers inserted,15,14
Power figures rest on the tool's default switching activity, not on a simulated workload.
